## /design/flow/config.mk

```make
export PLATFORM = sky130hd
export DESIGN_NAME = reg_file
export DESIGN_NICKNAME = reg_file
export VERILOG_FILES = /design/flow/design.v
export SDC_FILE = /design/flow/constraint.sdc
export NUM_CORES = 4
export LEC_CHECK = 1
export CORE_UTILIZATION = 30
```

## /design/flow/constraint.sdc

```tcl
current_design reg_file

set clk_period 8.1
set clk_io_pct 0.2

create_clock -name clk0 -period $clk_period [get_ports {clk}]

set non_clock_inputs [all_inputs -no_clocks]
set_input_delay [expr $clk_period * $clk_io_pct] -clock clk0 $non_clock_inputs
set_output_delay [expr $clk_period * $clk_io_pct] -clock clk0 [all_outputs]
```

## /design/flow/design.v

```verilog
`timescale 1ns / 1ps
module reg_file(
	input clk,
	input rst_n,
	input [4:0]r1_addr,
	input [4:0]r2_addr,
	input [4:0]r3_addr,
	input [31:0]r3_din,
	input r3_wr,
	output [31:0]r1_dout,
	output [31:0]r2_dout
);
integer i;
reg [31:0]add[31:0];
assign r1_dout = add[r1_addr];  
assign r2_dout = add[r2_addr];
always @ (posedge clk or negedge rst_n)
begin 
	if(~rst_n)
	begin
		for(i = 0; i < 32; i = i + 1)
		begin
			add[i] = 0;
		end
	end
	else if(r3_wr)
	begin
		add[r3_addr] = r3_din;
	end
	else
	begin
		add[r3_addr] = add[r3_addr];
	end
end
endmodule
```

## /design/flow/run.sh

```bash
#!/bin/bash
# OpenROAD 26Q1-2900-gdf79404cd8, Yosys 0.63+post, stock flow scripts
make -C /OpenROAD-flow-scripts/flow DESIGN_CONFIG=/design/flow/config.mk WORK_HOME=/design/flow/orfs finish
```

==> flow_summary_export.csv <==
group,metric,value,unit
clock_tree,clock_latency,0.84,ns
synth,synth_flops,1024,
synth,yosysWarnings,2,
synth,ys_chip_area,56650,um^2
placement,io_buffers,113,
clock_tree,cts_tree,"built",
global_route,grtUsageMet1,0.5824,
sta,drv_slew,0,
floorplanning,coreArea,187600,um^2
clock_tree,clk_pin_slew,0.06,ns
floorplanning,dieHeight,436.6,um
clock_tree,cts_setup_buffers,0,
floorplanning,fp-row-count,159,
clock_tree,cts_max_path_buffers,3,
route,dr.first_iter.drc_count,9501,
critical_path,path_class,"in2out",
synth,yosys.stat.seqShare,0.4523,
critical_path,slowest_stage,"clkdlybuf4s50_1",
synth,synth.distinct_cells,74,
critical_path,critPathCaptureType,"primary output",
finish,finish.utilization,0.3607,
sta,max_freq,129.4,MHz
synth,top_cells_by_area,"dfrtp_1, a22oi_1, nand2_1, o21ai_0, mux2_2",
sta,grt_setup_unrepaired,"no",
clock_tree,cts-resized-gates,0,
clock_tree,cts_made_buffers,120,
global_route,first_global_vias,60260,
placement,routabilityCongestion,1.097,
finish,synthToLayoutAreaGrowth,19.42,%
placement,hpwlAfterDp,290.2,mm
synth,yosys_cells,6242,
finish,largest_register_ff_count,1024,
finish,drive_gt1_frac,0.1724,
clock_tree,cts_root_buf,"clkbuf_16",
floorplanning,die-area,190600,um^2
pwr,p_leak,27.69,nW
sta,hold_violations,0,
sta,worst_pin_slew,1.223,ns
critical_path,worstPathMaxFanout,20,
global_route,grt_usage,0.4757,
route,drt_wl_total,447.5,mm
synth,top_area_cell,"dfrtp_1",
run_status,status,"completed",
global_route,grt.busiest_layer,"met2",
placement,dp.cells,8608,
global_route,antenna_found_initial,49,
synth,synth-edff-count,0,
min_path,hp-class,"reg2reg",
global_route,grt_first_pass_wirelength,587.2,mm
synth,top_cell,"dfrtp_1",
critical_path,arrival,6.11,ns
pwr,cellPowerDensity,258.9,nW/um^2
synth,synthArstFlopShare,1.000,
synth,syn_area,56650,um^2
global_route,grt_use_met3,0.2765,
sta,clock_skew,0.05798,ns
critical_path,crit_required,6.48,ns
pwr,finalPower,17.52,mW
synth,synthCells,6242,
synth,avgSynthCellArea,9.076,um^2
clock_tree,htree_levels,3,
critical_path,slowest_delay,1.03,ns
global_route,use_met2,0.6162,
critical_path,crit_top_cell,"clkdlybuf4s50_1",
route,drc,0,
route,vias,64440,
finish,stdcell_count,8898,
sta,min_period_over_period,0.9540,
route,dr.pass1.iters,9,
sta,layout_min_cycle_time,7.727,ns
sta,whs,0.5410,ns
clock_tree,holdBufCountCts,0,
critical_path,cp-start-kind,"primary input",
synth,ys.flop_type,"dfrtp_1",
route,drt-wirelength-per-cell,50.29,um
pwr,ir_drop,184.9,uV
route,postRouteAntennaNets,0,
global_route,grt.overflow.total,0,
global_route,grt_max_degree,125,
synth,ys_top_cells_by_count,"dfrtp_1, nand2_1, a22oi_1",
job,tool_warnings,38,
job,maxCapViolCount,0,
floorplanning,fp_util,0.3020,
clock_tree,clock-sinks,1024,
floorplanning,num_io_pins,114,
sta,slew_headroom,0.1637,
sta,setup_tns,0,ns
route,via_per_inst,7.242,
critical_path,cp_cell_sequence,"clkdlybuf4s50_1 -> nand3_1 -> nor2_4 -> buf_12 -> a22oi_1 -> nand4_1 -> nor2_1 -> a31oi_1 -> clkdlybuf4s50_1",
synth,top_cell_area_share,0.4523,
sta,setup_viol,0,
floorplanning,die_x,436.6,um
-- logic make-up after synthesis --
group                  after synthesis  synth area share
AND-OR/OR-AND                     2346            0.2862
flip-flops                        1024            0.4523
buffers and inverters              687           0.04770
AND/OR/NAND/NOR                   1891            0.1562
multiplexers                       294           0.05762
-- final timing paths --
path / cells after the start / slack, ns / end / startpoint
worst max-delay path: 9 / 0.37 / r2_dout[11] / r2_addr[4]
worst min-delay path: 1 / 0.54 / add[0][11] / add[0][11]
worst max register to register: 7 / 4.72 / add[26][8] / add[5][8]
worst min register to register: 1 / 0.54 / add[0][11] / add[0][11]
max in group asynchronous: 3 / 5.36 / add[12][4] / rst_n
min in group asynchronous: 1 / 0.83 / add[23][27] / rst_n
-- worst max-delay path: cells and delay by family --
family / cells / cell delay (ns)
buffers and inverters: 3 / 1.96
AND/OR/NAND/NOR: 4 / 1.67
AND-OR/OR-AND: 2 / 0.77
-- cell type report --
cell class              instances  area, um^2
diodes                         64       160.2
clock buffers                 160        3376
inverters                      14       52.55
well taps                    2495        3122
flip-flops and latches       1024       25620
multi-input cells            4531       29420
fillers                     18610      119900
repair buffers                544        5129
clock inverters                66       777.0
-- through the flow --
stage          cell area (um^2)  worst slack (ns)
5_1_grt                   67510            0.5691
2_1_floorplan             56650             2.902
3_5_place_dp              63350            0.6486
3_3_place_gp              63330            0.6458
6_report                  67660            0.3730
4_1_cts                   67500            0.6234
-- where the power goes --
group / switching (mW) / leakage, nW / internal (mW) / total [mW]
registers: 2.17 / 13.0 / 6.38 / 8.55
logic: 1.87 / 12.7 / 1.23 / 3.10
clock network: 2.55 / 1.98 / 3.32 / 5.87
total: 6.59 / 27.7 / 10.9 / 17.5
-- placed cells by master, fill, tap and decap left out, types with 62 or more instances in the layout --
cell type | netlist | routed
buf_12 | 0 | 62
nor2_1 | 206 | 112
a22oi_1 | 946 | 946
nor2_4 | 0 | 94
clkbuf_16 | 0 | 122
diode_2 | 0 | 64
nand2_1 | 1012 | 981
a22o_1 | 146 | 146
buf_4 | 8 | 371
nand4_1 | 191 | 191
mux2_2 | 257 | 257
nand3_1 | 85 | 84
a221oi_1 | 133 | 133
a31oi_1 | 88 | 88
and3_1 | 137 | 137
dfrtp_1 | 1024 | 1024
o21ai_0 | 724 | 723
clkdlybuf4s50_1 | 0 | 106
o31ai_1 | 65 | 65
-- routing by layer --
| metal | wire (um) | vias up |
|---|---|---|
| li1 | - | 23850 |
| met3 | 70030 | 2201 |
| met5 | 916 | - |
| met2 | 174300 | 6294 |
| met1 | 159500 | 32040 |
| met4 | 42720 | 61 |
No activity file was given, so power comes from the tool's default toggle rates.
