$ cat /design/flow/run.sh
#!/bin/bash
# OpenROAD 26Q1-2900-gdf79404cd8, Yosys 0.63+post, stock flow scripts
make -C /OpenROAD-flow-scripts/flow DESIGN_CONFIG=/design/flow/config.mk WORK_HOME=/design/flow/orfs finish
$ cat /design/flow/config.mk
export PLATFORM = sky130hd
export DESIGN_NAME = alu
export DESIGN_NICKNAME = alu
export VERILOG_FILES = /design/flow/design.v
export SDC_FILE = /design/flow/constraint.sdc
export NUM_CORES = 4
export LEC_CHECK = 1
export CORE_UTILIZATION = 40
$ cat /design/flow/constraint.sdc
current_design alu

set clk_period 20.9
set clk_io_pct 0.2

create_clock -name clk0 -period $clk_period

set non_clock_inputs [all_inputs -no_clocks]
set_input_delay [expr $clk_period * $clk_io_pct] -clock clk0 $non_clock_inputs
set_output_delay [expr $clk_period * $clk_io_pct] -clock clk0 [all_outputs]
$ cat /design/flow/design.v
`timescale 1ns / 1ps
module alu(
	input signed [31:0] alu_a,
   input signed [31:0] alu_b,
   input [2:0]	alu_op,
	output reg zero,
   output reg [31:0] alu_out
);
parameter A_MOV = 0; 	
parameter A_ADD = 1;
parameter A_SUB = 2;
parameter A_AND = 3;
parameter A_OR  = 4;
parameter A_XOR = 5;
parameter A_NOR = 6;
parameter A_JMP = 7;
always @ (*)
	case(alu_op)
		A_MOV:
		begin
			alu_out = alu_b << 15;
			zero = 0;
		end
		A_ADD:
		begin
			if(alu_b[15])
				alu_out = alu_a - (~{16'hffff, alu_b[15:0]} + 1);
			else
				alu_out = alu_a + alu_b;
			if(!alu_out[31] && alu_out != 0)
				zero = 1;
			else
				zero = 0;
		end
		A_SUB:
		begin
			alu_out = alu_a - alu_b;
			zero = 0;
		end
		A_AND:
		begin
			alu_out = alu_a & alu_b;
			zero = 0;
		end
		A_OR:
		begin
			alu_out = alu_a | alu_b;
			zero = 0;
		end
		A_XOR:
		begin
			alu_out = alu_a ^ alu_b;
			zero = 0;
		end
		A_NOR:
		begin
			alu_out = ~(alu_a | alu_b);
			zero = 0;
		end
		A_JMP:
		begin
			zero = 1;
		end
	endcase
endmodule
==> flow_metrics.py <==
# Metrics from the implementation run
metrics = {
    "worst_setup_path": {
        "required_ps": 16720,
        "critPathArrivalTime_ps": 8740,
        "crit_path_max_fanout": 26,
        "worst_setup_path_end_kind": "output port",
        "crit_slowest_cell": "ha_1",
        "crit_type": "in -> out",
        "crit_chain": "clkdlybuf4s50_1 > buf_4 > inv_1 > ha_1 > nand4_1 > nor4_1 > a211o_1 > o21a_2 > a221oi_1 > a211oi_1 > nor4b_1 > a221o_1 > nor4_2 > a2bb2oi_1 > clkdlybuf4s50_1",
        "slowest_delay_ps": 610,
        "cp-start-kind": "primary input",
        "crit_top_cell": "clkdlybuf4s50_1",
    },
    "sta": {
        "fin_crit_sh_pct": 61.8,
        "hold_slack_ps": 9670,
        "fin_ws_ps": 7980,
        "finalMaxSlewViolations": 0,
        "max_freq_ghz": 0.0774,
        "tightestPinTransition_ps": 740,
        "slew_headroom_pct": 50.6,
        "tns_ps": 0,
        "period_needed_ps": 12920,
        "finalHoldViolations": 0,
        "setup_viol": 0,
        "unclocked_pins": 32,
        "rsz0062_at_grt": "false",
        "untimed_endpoints": 64,
    },
    "synthesis": {
        "synth_area_per_cell_um2": 6.78,
        "ys_ff": 32,
        "synthDistinctLibCells": 86,
        "edf_count": 0,
        "synth_stat.cells": 1004,
        "async_flop_share_pct": 0,
        "yosys_warnings": 1,
        "ys_area_um2": 6810,
        "synth_area_um2": 6810,
        "synth_cells": 1004,
        "ff_type": "dlxtn_1",
    },
    "cells_and_area": {
        "fillCellCount": 1751,
        "final_util_pct": 47.5,
        "fin_area_um2": 7880,
        "drive_gt1_share_pct": 5.05,
        "area.growth.synth_to_final_pct": 15.7,
        "largest_register_ffs": 32,
    },
    "drt": {
        "wirelength_um": 25700,
        "final_antenna_net_count": 0,
        "drt_iter0_markers": 513,
        "avgRoutedWirePerCell_um": 20.2,
        "antennaDiodeCount": 0,
        "firstDrtPassIters": 5,
        "via_count": 7684,
        "drc": 0,
        "via_per_inst": 6.06,
    },
    "placement": {
        "hpwl_um": 19700,
        "portBuffers": 100,
        "gp_congestion": 0.988,
        "placed_area_um2": 7880,
        "dp_slack_ps": 8030,
    },
    "power_and_ir_drop": {
        "vdd_ir_drop_max_mv": 0.0122,
        "p_seq_share_pct": 2.6,
        "p_sw_mw": 0.122,
        "p_sw_share_pct": 59.9,
        "combPwrFrac_pct": 97.4,
        "p_clk_share_pct": 0,
        "powerDensity_nw_per_um2": 26.0,
        "p_int_mw": 0.0821,
        "p_leak_nw": 3.40,
    },
    "floorplan": {
        "io_pins": 100,
        "rows": 47,
        "die_y_um": 132,
        "die_x_um": 132,
        "core_um2": 16600,
        "core_util_floorplan_pct": 41.1,
        "die_area_um2": 17600,
    },
    "hold_path": {
        "hold_depth": 7,
        "hold_path_class": "in -> out",
    },
    "global_routing": {
        "grt_max_degree": 79,
        "grt-ovfl-total": 0,
        "first_global_vias": 7017,
        "grt_pass1_wl_um": 39900,
        "antenna_found_initial": 0,
        "gr-usage-all-layers_pct": 29.2,
    },
    "status": {
        "status": "complete, no violations",
    },
    "job": {
        "cap_violations": 0,
        "warnings": 95,
    },
    "clock_network": {
        "cts_setup_buffers": 0,
        "cts_resized": 0,
        "hold_buffers": 0,
    },
}
-- per-layer routing --
| layer | vias up | part of all wire [%] | routed length [um] | track usage [%] |
|---|---|---|---|---|
| met5 | - | 0 | 0 | 0 |
| met4 | 0 | 2.6 | 679 | 6.90 |
| met3 | 49 | 6.5 | 1670 | 2.19 |
| met2 | 344 | 46 | 11900 | 48.2 |
| met1 | 3540 | 44 | 11400 | 41.7 |
| li1 | 3751 | - | - | - |
-- cells in the final DEF (no fill, tap or decap), types with 5 or more instances in the layout --
cell and count:
nor3b_1 5, o21a_1 7, a21o_1 13, mux2i_1 8, o221ai_1 18, nand2b_1 9, a22o_1 14, or3_1 13
o31ai_1 7, xor2_1 22, or4_1 6, clkdlybuf4s50_1 98, inv_1 84, nand4_1 13, nor3_1 21, nor2_1 92
nand2_1 95, o21bai_1 12, a21boi_0 5, nor4_1 6, buf_4 14, a31oi_1 17, o21ai_1 12, xnor2_1 24
nand3_1 14, o21ai_0 46, nor2b_1 9, o211ai_1 10, o22ai_1 11, dlxtn_1 32, and3_1 9, a211oi_1 7
a221oi_1 22, a21oi_1 85, ha_1 95, inv_2 7
-- area by class of cell --
cell class,instances,area (um2),share of cell area [%]
timing repair buffer,114,1100,13.9
sequential,32,480,6.10
inverter,91,342,4.33
tap,220,275,3.49
multi-input combinational,812,5690,72.2
-- power groups by stage --
stage	clock network (mW)	logic (mW)	registers, mW
after CTS	0	0.197	0.00534
after global routing	0	0.217	0.00543
final	0	0.199	0.00531
-- Yosys cell counts (all sizes together) (10+ instances only) --
library cell | instances | area [um2]
xor2 | 22 | 193
nor2b | 10 | 62.6
clkbuf | 49 | 184
dlxtn | 32 | 480
inv | 91 | 342
nor3 | 21 | 105
a21oi | 86 | 434
o21bai | 12 | 90.1
nand2 | 95 | 357
buf | 20 | 120
o22ai | 11 | 68.8
o211ai | 11 | 87.6
o221ai | 18 | 158
nand4 | 13 | 81.3
o31ai | 11 | 111
ha | 95 | 1190
a221oi | 22 | 193
a21o | 13 | 97.6
o21ai | 60 | 308
a211oi | 10 | 90.1
xnor2 | 24 | 210
a22o | 14 | 123
nand3 | 14 | 70.1
nor2 | 92 | 345
or3 | 13 | 81.3
a31oi | 17 | 106
-- worst max-delay path: cells and delay by family --
family | cells | cell delay, ps
compound gates | 6 | 1440
fa+ha+maj | 1 | 610
simple gates | 4 | 990
buf+inv | 4 | 1490
-- cells by family (layout without fill, tap and decap cells) --
group | after synthesis | in the layout | share of synthesized area, %
adders and majority gates | 97 | 97 | 18.0
AOI/OAI and AO/OA | 351 | 351 | 36.6
xor gates and xnor gates | 46 | 46 | 5.92
buffers and inverters | 160 | 205 | 9.48
latches | 32 | 32 | 7.05
muxes | 10 | 10 | 1.51
and+or+nand+nor | 308 | 308 | 21.4
-- stage by stage --
step,instances,power (mW)
after floorplan,1004,0.140
after global placement,1269,0.202
after global routing,1269,0.223
after detailed placement,1269,0.201
final,1269,0.205
after CTS,1269,0.202
-- worst paths after layout --
kind	end	startpoint	slack [ps]
min	zero	alu_a[31]	9670
max	zero	alu_b[15]	7980
No activity file was given, so power comes from the tool's default toggle rates.
