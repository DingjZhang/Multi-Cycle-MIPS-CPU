==> design/flow/design.v <==
`timescale 1ns / 1ps
module main_mem(
	input [4:0]a,
	input [31:0]d,
	input we,
	input clk,
	output [31:0]spo
);
reg [31:0]data_reg[63:0];
integer i;
initial 
begin
	for(i = 0; i < 32; i = i + 1)
	begin
		if(i < 2)
		begin
			data_reg[i] = 32'd0;
		end
		else if(i == 20)
		begin
			data_reg[i] = 32'd0;
		end
		else
		begin
			data_reg[i] = 32'd0;
		end
	end
end
assign spo = data_reg[a]; 
always @ (posedge clk)
begin
	if(we)
	begin
		data_reg[a] = d;
	end
	else
	begin
		data_reg[a] = data_reg[a];
	end
end
endmodule
==> design/flow/run.sh <==
#!/bin/bash
# OpenROAD 26Q1-2900-gdf79404cd8, Yosys 0.63+post, stock flow scripts
make -C /OpenROAD-flow-scripts/flow DESIGN_CONFIG=/design/flow/config.mk WORK_HOME=/design/flow/orfs finish
==> design/flow/config.mk <==
export PLATFORM = sky130hd
export DESIGN_NAME = main_mem
export DESIGN_NICKNAME = main_mem
export VERILOG_FILES = /design/flow/design.v
export SDC_FILE = /design/flow/constraint.sdc
export NUM_CORES = 4
export LEC_CHECK = 1
export CORE_UTILIZATION = 50
==> design/flow/constraint.sdc <==
current_design main_mem

set clk_period 22.7
set clk_io_pct 0.2

create_clock -name clk0 -period $clk_period [get_ports {clk}]

set non_clock_inputs [all_inputs -no_clocks]
set_input_delay [expr $clk_period * $clk_io_pct] -clock clk0 $non_clock_inputs
set_output_delay [expr $clk_period * $clk_io_pct] -clock clk0 [all_outputs]
==> run notes <==
yosys + openroad results -> status=finished clean, dpl cells=3288, vias per cell=6.27, top post-synthesis cells by count=1024 x edfxtp_1, 223 x a22oi_1, 171 x and3_1, Setup WS pre-CTS=9.67 ns, share of layout cells above drive strength 1=0.136, Top Usage Layer GRT=met1, Worst Hold Class=reg -> reg, routed len/inst=28.7 um, setup bufs post-CTS=0, Mapped Area=38700 um2, crit end category=primary output, Setup Viol. Count Final=0, cell seen most often among critical-path stages=buf_4, Reg power frac=0.532, number of flip-flops under the largest register name=1024, RePlAce Congestion=0.874, cell count listed in synth_stat.txt=2221, first-pass GRT wire length=148000 um, htree depth=3, Worst Path Required=18.16 ns, biggest area cells=edfxtp_1 80%, a22oi_1 4.3%, and3_1 2.8%, crit-path max FO=30, CTS Buffer Depth=3, clock skew=0.0252 ns, Late-Pin Clk Latency=0.66 ns, root buf cell=clkbuf_16, syn avg cell area=17.4 um2, Max transition margin=0.285, final antenna-violating net count=0, MaxCap Viol Count=0, CP Launch Type=input pin, Log Warnings=26, leakage=14.9 nW, worst path cell trace=buf_2 -> buf_4 -> nand2_1 -> buf_4 -> nor2_4 -> buf_4 -> a22oi_1 -> nand4_1 -> nor3_1 -> nor2_1 -> clkdlybuf4s50_1, FFs w/ async S/R, synth=0, drt total wl=99600 um, Post-synth EDFFs=1024, met2 Resource Use GR=0.407, Hold-fix buffers, CTS=0, Pint=3.20 mW, Post-Syn Instances=2221, die height=280 um, WP buf/inv=5, CTS Buf Count=102, via count=21.8k, CP delay by family, top=buffers and inverters, Tot Pwr=4.05 mW, io pins=71, number of synthesis warnings=2, final setup TNS=0 ns, GR Util met3=0.205, die area=78400 um2, Final Hold Violation Tally=0, drt pass-1 iters=5, Fill cells=5457, top-count cell post-synth=edfxtp_1, Storage cell area=30700 um2, core area=76200 um2, 1st-iter DRT viols=1286, Synth-to-Final Area Change=15.2%, CP max stage delay=0.70 ns, RSZ-0062 raised after global routing=no, GRT Total Usage=0.291, Power Density=91.0 nW/um2, net load switching power=0.852 mW, Synth area leader=edfxtp_1, highest clock rate=0.0763 GHz, Sw Ratio=0.210, Residual DRC=0, Max VDD drop=0.0758 mV, YS chip area=38700 um2, Gate power share=0.056, #FFs+latches synth=1024, Clk pwr share=0.411, area share, top type=0.796, post-synthesis sequential area ratio=0.796, gr ovfl total=0, Cell variety after synth=58, initial antenna violation count=0, Tmin final=13.11 ns, Critical-path top delay cell=buf_2, Commonest flop=edfxtp_1, CTS resizes=0, Core Util, Final=0.584, vias in the first global route=23.3k, CP arrival=8.57 ns, fin crit share=0.578, area of the multi-input gates=7700 um2, Final HPWL DP=55300 um, non-filler cells, final=3471, largest net degree at the start of global routing=57, Worst Setup Path Type=in -> out, Slew Limit Fails=0, row count=101, post-route setup slack=9.59 ns, FP Core Util=0.507, CTS tree=done, met1 Track Usage GR=0.408, Die X=280 um, clock sink count=1024, Ant. Diodes=0, worst-margin pin slew=1.07 ns, worst reg2reg setup slack=19.85 ns, clock slew at reported path FFs=0.06 ns, I/O Buffers=70
==> logic make-up (layout without fill, tap and decap cells) <==
family / count (synthesis) / count (layout) / share of synthesized area
flops: 1024 / 1024 / 0.796
simple gates: 518 / 518 / 0.0732
compound gates: 429 / 429 / 0.0869
buf+inv: 142 / 362 / 0.0161
mux: 108 / 108 / 0.0283
==> metal layers <==
metal | part of all wire | vias up
met5 | 0.0018 | -
li1 | - | 9468
met2 | 0.46 | 1409
met1 | 0.35 | 10700
met4 | 0.026 | 6
met3 | 0.16 | 162
==> final timing paths <==
kind                        start  cells after the start               to
setup / recovery             a[4]                     11          spo[11]
hold / removal    data_reg[0][27]                      2  data_reg[0][27]
setup reg to reg   data_reg[2][2]                      5  data_reg[19][2]
hold reg to reg   data_reg[0][27]                      2  data_reg[0][27]
==> through the flow <==
| step | hold WS (ns) | cell area, um2 |
|---|---|---|
| floorplan | 0.945 | 38700 |
| global placement | 0.719 | 41200 |
| CTS | 0.751 | 44500 |
| detailed placement | 0.735 | 41200 |
| finish | 0.743 | 44500 |
| global route | 0.778 | 44500 |
==> layout make-up <==
cell class,instances,share of cell area
clock buffer,122,0.0600
clock inverter,61,0.0142
inverter,4,0.000365
multi-input combinational,1055,0.173
sequential,1024,0.691
tap,1030,0.0289
timing repair buffer,175,0.0331
==> layout by cell type (no fill, tap or decap), types with 7 or more instances in the layout <==
cell type / netlist / routed
edfxtp_1: 1024 / 1024
a22oi_1: 223 / 223
and3_1: 171 / 171
buf_4: 6 / 107
clkbuf_16: 0 / 104
mux2i_1: 98 / 98
nor2_1: 113 / 83
clkdlybuf4s50_1: 0 / 66
nand4_1: 60 / 60
a2111oi_0: 57 / 57
nor3_1: 47 / 47
nand2_1: 38 / 37
nand3_1: 36 / 36
a22o_1: 34 / 34
o22ai_1: 33 / 33
nor2_4: 0 / 32
clkinv_1: 1 / 26
a32oi_1: 21 / 21
o31ai_2: 0 / 19
clkbuf_1: 78 / 18
clkinv_2: 0 / 16
bufinv_16: 0 / 13
mux2_2: 10 / 10
a21oi_1: 7 / 7
==> worst min-delay path, cell delays in order, from the launching register on <==
cell and delay, ns:
edfxtp_1 0.32, nor2_1 0.06, o31ai_2 0.25
==> power groups by stage <==
stage / clock network (mW) / registers [mW] / logic [mW]
finish: 1.67 / 2.16 / 0.228
global route: 1.76 / 2.16 / 0.248
CTS: 1.69 / 2.16 / 0.230
Power is estimated from default activity; no workload was simulated.
